`/design/flow/design.v`:
```
module receiver(
    input wire clk80,
    input wire serial_in,
    output wire [7:0]rbyte
);
reg [1:0]sr;
reg recv_start = 1'b0;
reg [15:0]cnt = 16'd0;
reg [3:0]nbits = 4'd0;
wire recv; assign recv = (nbits!=0);
reg  recv_=1'b0;
wire bit_imp; assign bit_imp = (cnt==16'd0)&&recv;
always @(posedge clk80)
begin
    sr <= { sr[0], serial_in };    
    recv_start <= (sr==2'b10)&(~recv);
    recv_ <= recv;
end
reg [8:0]shiftreg = 0;
always @(posedge clk80)
    if( recv_start )
    begin
        cnt <= 16'd0;
        nbits <= 4'd11;
        shiftreg <= 0;
    end
    else
    if(nbits)
    begin
        cnt <= cnt+1;
        nbits <= (bit_imp) ? nbits-1 : nbits;
        if(bit_imp)
            shiftreg <= { sr[1], shiftreg[8:1] };
    end
reg [7:0]out_data=8'h0;
assign rbyte = out_data;
always @(posedge clk80)
    if( recv_==1'b1 && recv==1'b0 && shiftreg[3:0]==4'h5 )
        out_data <= shiftreg[7:0];
endmodule
```
`/design/flow/constraint.sdc`:
```
current_design receiver

set clk_period 2.7
set clk_io_pct 0.2

create_clock -name clk0 -period $clk_period [get_ports {clk80}]

set non_clock_inputs [all_inputs -no_clocks]
set_input_delay [expr $clk_period * $clk_io_pct] -clock clk0 $non_clock_inputs
set_output_delay [expr $clk_period * $clk_io_pct] -clock clk0 [all_outputs]
```
`/design/flow/run.sh`:
```
#!/bin/bash
# OpenROAD 26Q1-2900-gdf79404cd8, Yosys 0.63+post, stock flow scripts
make -C /OpenROAD-flow-scripts/flow DESIGN_CONFIG=/design/flow/config.mk WORK_HOME=/design/flow/orfs finish
```
`/design/flow/config.mk`:
```
export PLATFORM = sky130hd
export DESIGN_NAME = receiver
export DESIGN_NICKNAME = receiver
export VERILOG_FILES = /design/flow/design.v
export SDC_FILE = /design/flow/constraint.sdc
export NUM_CORES = 4
export LEC_CHECK = 1
export CORE_AREA = 10 10 113 113
export DIE_AREA = 0 0 123 123
```
==> Flow_metrics.wiki <==
=== Physical design figures ===
{| class="wikitable"
! Metric !! Value
|-
| Detailed router's first-iteration violation count || between 100 and 150
|-
| Worst-case headroom to the max-slew limit || a little under three fifths
|-
| Time the final worst path needs with I/O delays and setup || between 2 and 2.5 ns
|-
| CP peak stage delay || about 0.5 ns
|-
| Maximum fanout along the worst path || 10
|-
| Antenna viol nets, final || 0
|-
| Average wire length per cell after detail routing || 8.88 µm
|-
| Placed Area || 0.00193 mm²
|-
| Clock transition at the registers of the reported paths || 0.08 ns
|-
| Post-CTS setup repair buffer count || 0
|-
| Total length of routed wires || roughly 2800 µm
|-
| Global-route wire length before repair || 4910 µm
|-
| Vias per cell || about 3.7
|-
| Layout area overhead || 18.8%
|-
| Maximum capacitance violations || 0
|-
| Gate power share || less than 1%
|-
| CP Launch Type || register
|-
| Worst skew pair latency || around 0.29 ns
|-
| TNS Setup || 0 ns
|-
| Count of filler cells inserted in the layout || ~1,100
|-
| Clock tree root buffer cell || sky130_fd_sc_hd__clkbuf_8
|-
| Series of cell instances along the critical path || inv_1 -> ha_1 -> or3b_1 -> nand4_1 -> or2_1 -> mux2i_1
|-
| Static leakage || between 0.7 and 0.8 nW
|-
| Hold depth || 0
|-
| Clock network power share || between 30% and 40%
|-
| Setup repair after global routing missed its margin || no
|-
| Result of the run || completed
|-
| Start-to-end type of the worst setup path || register to register
|-
| Final setup skew || between 0.005 and 0.006 ns
|-
| Top delay family on crit path || simple AND/OR/NAND/NOR gates
|-
| Post-detailed-route DRC marker count || 0
|-
| # Cells Yosys || between 150 and 200
|-
| Number of buffers on the longest clock path || 2
|-
| Port Buffer Count || 9
|-
| Count of inserted antenna diode cells || 0
|-
| Final setup fails || 0
|-
| Sw Ratio || about a fifth
|-
| Total count of max-transition violations in the final report || 0
|-
| Switching power of the nets || about 0.21 mW
|-
| Floorplan utilization || about 16%
|-
| Number of placed instances, taps included || 304
|-
| Horizontal die dimension || around 120 µm
|-
| Num CTS Buffers || 5
|-
| Sum of internal, switching and leakage power || 1.02 mW
|-
| Critical Path Sink Type || register
|-
| Via count of the first global-routing pass || approximately 1,100
|-
| Synth cell types || 33
|-
| Overall routing resource usage || approximately 3.8%
|-
| Boundary Pins || 10
|-
| Share of total power in sequential cells || 61.6%
|-
| TritonCTS clock tree || done
|-
| Summed standard-cell area reported by yosys || about 0.0017 mm²
|-
| Quantity of hold-fixing buffers added after cts || 0
|-
| Largest net degree at the start of global routing || 20
|-
| Sequential area share after synthesis || approximately 53%
|-
| Worst Path Required || between 2 and 3 ns
|-
| Synthesized area per cell || roughly 10 µm²
|-
| Synthesized instance count || roughly 160
|-
| Finished layout cell area || roughly 0.002 mm²
|-
| Critical Path AT || between 2 and 2.5 ns
|-
| HPWL after detailed placement || between 1500 and 2000 µm
|-
| Standard cell with the maximum stage delay on the critical path || sky130_fd_sc_hd__or2_1
|-
| Layout cell share with drive strength beyond 1 || 7.95%
|-
| Die height || about 120 µm
|-
| Least-Margin Pin Slew || about 0.64 ns
|-
| Worst reg-to-reg path cell count || 6
|-
| Maximum clock frequency || 468 MHz
|-
| H-tree depth reported by CTS || 2
|-
| Synth Warn # || 1
|-
| Cell Pwr Density || between 500 and 600 mW/mm²
|-
| WP buf/inv || 1
|-
| Depth of the critical timing path with buffers and inverters included || 6
|-
| Post-layout period usage of the worst path || 79.1%
|-
| Number of sinks driven by the clock tree || between 40 and 50
|-
| Finished Layout Cells || between 300 and 400
|-
| Synth Cell Area || about 0.0017 mm²
|-
| # rows || 37
|-
| Total die area || around 0.015 mm²
|-
| Hold crit path type || register to register
|-
| Final Util || between 10% and 20%
|-
| Internal power || 0.804 mW
|-
| Overflow after GRT || 0
|-
| Number of warnings in the stage logs || 27
|-
| Peak supply drop || roughly 0.16 mV
|-
| Iteration tally of the first detailed-router pass || 4
|-
| Core box area || between 0.01 and 0.015 mm²
|-
| Weighted congestion at the end of routability-driven global placement || between 0.8 and 0.9
|-
| Number of vias in the routed layout || between 1,000 and 1,500
|-
| Post-CTS Resized || 0
|-
| Fin. Hold Viols || 0
|-
| Number of synthesized register bits || a little over 40
|-
| Initial antenna violation count || 0
|}
power by group through the flow:
stage	sequential, mW	combinational (mW)	clock (mW)
finish	0.625	0.00367	0.387
global route	0.626	0.00411	0.429
CTS	0.625	0.00374	0.401
cell usage after synthesis:
cell type                  number  area share (%)
sky130_fd_sc_hd__a21oi_1       10             3.0
sky130_fd_sc_hd__and2_1         1            0.37
sky130_fd_sc_hd__and3_1         2            0.74
sky130_fd_sc_hd__and3_2         1            0.44
sky130_fd_sc_hd__and4_4         1            0.67
sky130_fd_sc_hd__buf_2          1            0.30
sky130_fd_sc_hd__buf_6          2             1.3
sky130_fd_sc_hd__clkbuf_1       4            0.89
sky130_fd_sc_hd__dfxtp_1       33              39
sky130_fd_sc_hd__edfxtp_1       8              14
sky130_fd_sc_hd__ha_1           4             3.0
sky130_fd_sc_hd__inv_1          5             1.1
sky130_fd_sc_hd__mux2i_1        8             4.7
sky130_fd_sc_hd__nand2_1        6             1.3
sky130_fd_sc_hd__nand2b_1       9             3.3
sky130_fd_sc_hd__nand3_1        9             2.7
sky130_fd_sc_hd__nand4_1        3             1.1
sky130_fd_sc_hd__nand4_4        1             1.3
sky130_fd_sc_hd__nor2_1        14             3.1
sky130_fd_sc_hd__nor2b_1        1            0.37
sky130_fd_sc_hd__nor3_1         3            0.89
sky130_fd_sc_hd__nor3b_1        2            0.89
sky130_fd_sc_hd__nor4_1         3             1.1
sky130_fd_sc_hd__nor4b_1        1            0.52
sky130_fd_sc_hd__o21ai_0        7             2.1
sky130_fd_sc_hd__o31ai_1        5             2.2
sky130_fd_sc_hd__or2_1          1            0.37
sky130_fd_sc_hd__or3_1          2            0.74
sky130_fd_sc_hd__or3_2          1            0.44
sky130_fd_sc_hd__or3b_1         3             1.6
sky130_fd_sc_hd__or4_1          5             2.2
sky130_fd_sc_hd__xnor2_1        1            0.52
sky130_fd_sc_hd__xor2_1         7             3.6
stage by stage:
step           setup WS, ns  hold slack (ns)
4_1_cts               0.580            0.363
2_1_floorplan         0.754            0.332
6_report              0.564            0.360
3_5_place_dp          0.578            0.346
5_1_grt               0.365            0.376
3_3_place_gp          0.721            0.353
layer usage:
metal | track usage, % | vias to the layer above | wire (µm)
met5 | 0 | - | 0
met4 | 0.437 | 0 | 17
met3 | 1.02 | 2 | 160
met2 | 5.66 | 13 | 1210
met1 | 5.47 | 542 | 1380
li1 | - | 604 | -
path summary, 6_finish.rpt:
check	start	end	slack, ns
hold / removal	sr[0]	sr[1]	0.36
hold reg to reg	sr[0]	sr[1]	0.36
setup / recovery	nbits[0]	shiftreg[5]	0.56
setup reg to reg	nbits[0]	shiftreg[5]	0.56
registers in the layout, summed over array words and instances (netlist names):
signal	count
cnt	16
shiftreg	9
out_data	8
nbits	4
sr	2
recv_	1
recv_start	1
area by class of cell:
class / instances / area [µm²] / share of cell area, %
Clock inverter: 3 / 17.5 / 0.871
Multi-Input combinational cell: 111 / 731 / 36.3
Sequential cell: 41 / 901 / 44.8
Timing Repair Buffer: 11 / 105 / 5.22
Inverter: 5 / 18.8 / 0.933
Clock buffer: 5 / 68.8 / 3.42
Tap cell: 136 / 170 / 8.46
cell usage in the layout (no fill, tap or decap):
master / instances
sky130_fd_sc_hd__clkdlybuf4s50_1: 9
sky130_fd_sc_hd__nand4_4: 1
sky130_fd_sc_hd__xnor2_1: 1
sky130_fd_sc_hd__nor2_1: 14
sky130_fd_sc_hd__or4_1: 5
sky130_fd_sc_hd__or3_2: 1
sky130_fd_sc_hd__and3_2: 1
sky130_fd_sc_hd__edfxtp_1: 8
sky130_fd_sc_hd__nand4_1: 3
sky130_fd_sc_hd__clkbuf_8: 5
sky130_fd_sc_hd__and3_1: 2
sky130_fd_sc_hd__dfxtp_1: 33
sky130_fd_sc_hd__nand2_1: 6
sky130_fd_sc_hd__inv_1: 5
sky130_fd_sc_hd__nor4b_1: 1
sky130_fd_sc_hd__or3b_1: 3
sky130_fd_sc_hd__ha_1: 4
sky130_fd_sc_hd__nor2b_1: 1
sky130_fd_sc_hd__and2_1: 1
sky130_fd_sc_hd__mux2i_1: 8
sky130_fd_sc_hd__nor3_1: 3
sky130_fd_sc_hd__nor3b_1: 2
sky130_fd_sc_hd__xor2_1: 7
sky130_fd_sc_hd__or2_1: 1
sky130_fd_sc_hd__buf_4: 2
sky130_fd_sc_hd__clkinvlp_4: 1
sky130_fd_sc_hd__nor4_1: 3
sky130_fd_sc_hd__and4_4: 1
sky130_fd_sc_hd__clkinv_2: 2
sky130_fd_sc_hd__o21ai_0: 7
sky130_fd_sc_hd__nand3_1: 9
sky130_fd_sc_hd__or3_1: 2
sky130_fd_sc_hd__a21oi_1: 10
sky130_fd_sc_hd__nand2b_1: 9
sky130_fd_sc_hd__o31ai_1: 5
logic make-up after synthesis:
kind of cell	count (synthesis)	synth area share (%)
compound gates	22	7.24
buf+inv	12	3.62
mux	8	4.73
xor+xnor	8	4.14
fa+ha+maj	4	2.96
simple gates	69	24.1
flops	41	53.2
Power figures rest on the tool's default switching activity, not on a simulated workload.
