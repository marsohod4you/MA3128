**./run.sh**
```bash
#!/bin/bash
# OpenROAD 26Q1-2900-gdf79404cd8, Yosys 0.63+post, stock flow scripts
make -C /OpenROAD-flow-scripts/flow DESIGN_CONFIG=/design/flow/config.mk WORK_HOME=/design/flow/orfs finish
```
**./config.mk**
```make
export PLATFORM = sky130hd
export DESIGN_NAME = max
export DESIGN_NICKNAME = max
export VERILOG_FILES = /design/flow/design.v
export SDC_FILE = /design/flow/constraint.sdc
export NUM_CORES = 4
export LEC_CHECK = 1
export CORE_AREA = 10 10 107 107
export DIE_AREA = 0 0 117 117
```
**./constraint.sdc**
```tcl
current_design max

set clk_period 5.3
set clk_io_pct 0.2

create_clock -name clk0 -period $clk_period [get_ports {CLK}]

set non_clock_inputs [all_inputs -no_clocks]
set_input_delay [expr $clk_period * $clk_io_pct] -clock clk0 $non_clock_inputs
set_output_delay [expr $clk_period * $clk_io_pct] -clock clk0 [all_outputs]
```
**./design.v**
```verilog
module max(
	input wire CLK,
	input wire CLK2,
	output wire [7:0]LED,
	input wire  [1:0]KEY,
	inout wire [3:0]MA,
	inout wire [3:0]MB,
	inout wire [3:0]MC,
	inout wire [3:0]MD,
	inout wire [9:0]IOA,
	inout wire [9:0]IOB,
	inout wire [27:0]GPIO
);
reg [31:0]counter;
always @(posedge CLK)
	if( KEY[0]==1'b0 )
		counter <= 0;
	else
	if( KEY[1]==1'b1 )
		counter <= counter+1;
	else
		counter <= counter-1;
assign LED = counter[27:20];
endmodule
```
==> impl_metrics.ini <==
; flow metrics
[synth]
ff_type = dfxtp_1
async_flop_share = 0
ys.flops = 28
ys_chip_area_um2 = 2320
ys_seq_frac = 0.242
top_cell_area_share = 0.242
yosys-stat-cells = 287
synth.avg_cell_area_um2 = 8.08
synth_warnings = 1
synth-edff-count = 0
synth_area_um2 = 2320
synth_cell_type_count = 49
largest_area_cell = dfxtp_1
postSynthCellCount = 287
synthTopCellsByArea = dfxtp_1 (24%), ha_1 (14%), a21oi_1 (6.0%), and2_1 (4.3%), a21o_1 (4.2%)

[placed_design]
gp_congestion = 0.859
port_buffers = 10
dp_hpwl_mm = 3.49

[route]
drt-total-wl_mm = 4.68
avgRoutedWirePerCell_um = 11.9
n_antenna_cell = 0
route.detailed.drc = 0
drt-initial-drc-count = 73
vias = 1948
antenna_left = 0
viasPerCell = 4.94
dr.pass1.iters = 4

[global_route]
grt_pass1_vias = 1773
grt_remaining_overflow = 0
track_usage = 0.0710
grt_pass1_wl_mm = 8.20
antenna_found_initial = 0
grt_max_degree = 37

[power_and_ir_drop]
pwr_density_cell_nw_per_um2 = 552
p_leak_nw = 1.13
ir_worst_vdd_mv = 0.231
p_total_mw = 1.40

[floorplanning]
die_w_um = 117
initCoreUtil = 0.252
rows = 35
die_y_um = 117
dieArea_um2 = 13700
core_area_um2 = 9200
io_pins = 76

[clocking]
htree_num_levels = 1
hold_buffers = 0
cts-root-buf = clkbuf_8
clk_latency_ns = 0.28
cts_tree = yes
cts_resized = 0
clk_pin_slew_ns = 0.11
cts_buffer_depth = 2
postCtsSetupRepairBufs = 0
cts.sinks = 28
cts_made_buffers = 3

[critical_path]
path_max_fanout = 20
r2r_start = counter[0]
critPathCaptureType = flip-flop
crit_chain = clkdlybuf4s50_1 > inv_1 > ha_1 > a21oi_1 > o21ai_0 > a31oi_1 > a31oi_4 > a221oi_2 > mux2i_1
r2r_end = counter[24]
cp_data_arrival_time_ns = 4.11
critPathSlowestCell = inv_1
max_stage_delay_ns = 0.61
worst_ep_required_time_ns = 5.52
ff2ff_setup_slack_ns = 2.98
critPathLaunchType = input pin
reg2reg_depth = 7
crit_type = in2reg

[cells_and_area]
mostFrequentLayoutCells = a21oi_1 (28), dfxtp_1 (28), nand2_1 (26), ha_1 (26)
synthToLayoutAreaGrowth_pct = 9.28
regMostFlops = counter
drive_above_1_share = 0.0530
largest_register_ffs = 28
top_regs = counter x28

[final_timing]
finalCritPeriodShare = 0.733
relSlewSlack = 0.453
period_needed_ns = 3.88
setup_viol = 0
finalMaxSlewViolations = 0
tightest_slew_ns = 0.819
tns_ns = 0
rsz0062_at_grt = false
hold_violations = 0
untimed_endpoints = 64
fmax_ghz = 0.257
final.setup_skew_ns = 0.00312

[run]
warnings = 90
cap_viol_max_count = 0

[min_path]
hp-class = reg2reg
hold_path_end = counter[0]
min_from = counter[0]
whs_path_depth = 1

[status]
outcome = finished, final reports clean
[synthesized netlist by cell type, drive strengths merged (3+ instances only)]
library cell,number
a21oi,28
dfxtp,28
ha,26
nand2,26
and2,17
o21ai,17
a21o,13
nor2,13
buf,12
xor2,9
clkbuf,8
inv,8
nand3,8
nand4,8
and3,6
mux2i,6
nand2b,6
xnor2,5
a31oi,4
nor3,4
o211ai,3
or3,3
[report_power, final]
group / internal, mW / switching [mW]
registers: 0.300 / 0.0352
logic: 0.415 / 0.474
clock network: 0.101 / 0.0746
[layer usage]
layer  part of all wire  GRT usage  up-vias
met4                  0   0.000824        0
met1               0.54      0.107      897
met3              0.035     0.0155        0
met5                  0          0        -
met2               0.43      0.108       17
li1                   -          -     1034
[worst max-delay path, delay by kind of cell]
family	cells	cell delay, ns
buffers and inverters	2	1.04
muxes	1	0.20
AOI/OAI and AO/OA	5	1.36
adders and majority gates	1	0.44
[cell type report]
cell class,count,area (µm²)
clock inverters,1,30.0
flip-flops and latches,28,561
multi-input cells,231,1620
clock buffers,3,41.3
repair buffers,12,115
inverters,8,30.0
well taps,111,139
fillers,988,6660
[how the worst max path moves through the flow]
stage,to,cells past startpoint,slack (ns),startpoint
final,counter[24],9,1.42,KEY[1]
after CTS,counter[24],9,1.40,KEY[1]
after global routing,counter[24],9,1.21,KEY[1]
[logic make-up (layout without fill, tap and decap cells)]
kind of cell / count (synthesis) / in the layout / synth area share
AOI/OAI and AO/OA: 87 / 87 / 0.251
xor gates and xnor gates: 14 / 14 / 0.0529
adders and majority gates: 27 / 27 / 0.149
buffers and inverters: 28 / 24 / 0.0604
DFF: 28 / 28 / 0.242
muxes: 6 / 6 / 0.0259
and+or+nand+nor: 97 / 97 / 0.219
[per-stage QoR]
stage                util  setup slack [ns]  instance area, µm²  hold WS (ns)  std cells
floorplan               -              1.86                2320         0.440        287
global placement    0.268              1.13                2460         0.457        390
detailed placement  0.268              1.12                2460         0.465        390
CTS                 0.276              1.40                2530         0.491        394
global route        0.276              1.21                2530         0.505        394
finish              0.276              1.42                2530         0.486        394
