===== design/flow/config.mk =====
export PLATFORM = sky130hd
export DESIGN_NAME = serial
export DESIGN_NICKNAME = serial
export VERILOG_FILES = /design/flow/design.v
export SDC_FILE = /design/flow/constraint.sdc
export NUM_CORES = 4
export LEC_CHECK = 1
export CORE_UTILIZATION = 30

===== design/flow/constraint.sdc =====
current_design serial

set clk_period 5.7
set clk_io_pct 0.2

create_clock -name clk0 -period $clk_period [get_ports {clk}]

set non_clock_inputs [all_inputs -no_clocks]
set_input_delay [expr $clk_period * $clk_io_pct] -clock clk0 $non_clock_inputs
set_output_delay [expr $clk_period * $clk_io_pct] -clock clk0 [all_outputs]

===== design/flow/design.v =====
module serial(
	input wire clk,  
	input wire rx,
	output reg [7:0]rx_byte,
	output reg rbyte_ready,
	output wire [3:0]onum_bits
	);
parameter RCONST = 694;  
reg [1:0]shr;
always @(posedge clk)
	shr <= {shr[0],rx};
wire rxf; assign rxf = shr[1];
reg [15:0]cnt = 0;
reg [3:0]num_bits = 10;
assign onum_bits = num_bits;
wire num_bits10; assign num_bits10 = (num_bits==10);
always @( posedge clk )
begin
	if(cnt == RCONST || num_bits10)
		cnt <= 0;
	else
		cnt <= cnt + 1'b1;
end
reg [7:0]shift_reg = 0;
wire middle; assign middle = (cnt == RCONST/2);
always @( posedge clk )
begin
	if(num_bits10 && rxf==1'b0)
		num_bits <= 0;
	else
	if(middle)
	begin
		num_bits <= num_bits + 1'b1;
		shift_reg <= {rxf,shift_reg[7:1]};
	end
end
always @( posedge clk )
	if(num_bits==9 && middle)
		rx_byte <= shift_reg[7:0];
reg [1:0]flag = 0;
always @(posedge clk )
	flag <= {flag[0],num_bits10};
always @( posedge clk )
	rbyte_ready <= (flag==2'b01);
endmodule

===== design/flow/run.sh =====
#!/bin/bash
# OpenROAD 26Q1-2900-gdf79404cd8, Yosys 0.63+post, stock flow scripts
make -C /OpenROAD-flow-scripts/flow DESIGN_CONFIG=/design/flow/config.mk WORK_HOME=/design/flow/orfs finish

==> impl_metrics.yaml <==
# implementation run metrics
power_and_ir_drop:
  p_seq_share_pct: 53.9
  p_leak_nw: 0.6752
  p_clk_share_pct: 31.3
  comb_power_share_pct: 14.9
  power_uw: 717.3
  power.density_nw_per_um2: 369.4
  p_sw_uw: 189.7
  p_sw_share_pct: 26.45
  peakVddDrop_mv: 0.1565
  p_int_uw: 527.5
clock_tree:
  cts_tree: "built"
  htreeDepth: 2
  cts-buffers-inserted: 5
  cts_hold_buf: 0
  post-cts-setup-buffers: 0
  cts_resized: 0
  cts_buffer_depth: 2
  worstSkewPairLatency_ps: 280
  path_clk_slew_ps: 80
  cts_root_buffer: "clkbuf_8"
  cts_sinks: 41
critical_path:
  crit_path_start: "num_bits[1]$_SDFFE_PP0N_"
  crit_type: "register to primary output"
  worstSetupEndpoint: "onum_bits[1]"
  end_kind: "primary output"
  crit_cells: 1
  start_kind: "register"
  r2r_cells: 4
  cp_cell_sequence: "clkdlybuf4s50_1"
  max_stage_delay_ps: 490
  timing.rr.start: "cnt[0]$_SDFF_PP0_"
  worst-path-max-fanout: 5
  cp.required_ps: 4560
  r2r_end: "shift_reg[0]$_DFFE_PP_"
  cp_data_arrival_time_ps: 1180
  reg2reg_slack_ps: 3770
  path_delay_family: "buffers and inverters"
  slowest_stage: "clkdlybuf4s50_1"
  crit_buf_inv: 1
grt:
  overflow: 0
  grt_pass1_wl_mm: 4.229
  grt_max_degree: 17
  met3_usage_pct: 2.547
  grt_antenna_before_repair: 0
  grt.busiest_layer: "met2"
  grtUsageMet1_pct: 14.33
  grt_util_all_layers_pct: 9.897
  use_met2_pct: 15.67
  grt_pass1_vias: 983
route:
  antenna_left: 0
  num_vias: 985
  wl_per_cell_um: 10.64
  post_drt_via_cell_ratio: 4.378
  num_antenna_cells: 0
  wirelength_mm: 2.395
  drtPass1Iterations: 4
  drtIter0Drc: 28
  drc_errors: 0
floorplan:
  die_h_um: 75.44
  dieArea_um2: 5690
  die_w_um: 75.44
  fp-row-count: 26
  core_um2: 5140
  ios: 15
  fp_util_pct: 31.48
final_timing:
  slew_viol_final: 0
  finalSetupTns_ps: 0
  setup_viol: 0
  max_slew_margin_pct: 53.20
  finalClockPeriodUsage_pct: 40.77
  finalCriticalPeriod_ps: 2324
  hold_viol_final: 0
  grt_setup_unrepaired: "no"
  clock_skew_ps: 4.024
  worst_slew_pin_slew_ps: 702.1
  fmax_mhz: 430.3
finish:
  final_layout_size_suffix_gt1_share_pct: 8.387
  largest_reg_flops: 16
  area_growth_pct: 20.03
synthesis:
  ys_cells: 134
  edf_count: 16
  yosys_warnings: 1
  ys_area_um2: 1618
  async_flop_share_pct: 0
  synthCells: 134
  synth-seq-cells: 41
  synth-seq-area-share_pct: 60.63
  syn_avg_cell_area_um2: 12.07
  synthesis.area_um2: 1618
  synthDistinctLibCells: 27
  ys.flop_type: "dfxtp_1"
place:
  dp_hpwl_mm: 1.681
  port_buffers: 14
  place.gp.congestion: 0.8550
outcome:
  status: "finished clean"
job:
  max-cap-violations: 0
  warning_count: 28
min_path:
  min_path_cells: 0
  min_path_type: "register to register"
==> through the flow <==
stage          cells  setup WS, ps  hold slack, ps  utilization (%)  cell area [µm²]
5_1_grt          225          3314           353.1            37.78             1942
2_1_floorplan    134          3931           309.6                -             1618
3_5_place_dp     217          3691           315.4            35.69             1834
4_1_cts          225          3365           336.9            37.78             1942
3_3_place_gp     217          3693           315.3            35.69             1834
6_report         225          3376           332.6            37.78             1942
==> cells by family (layout without fill, tap and decap cells) <==
| logic type | after synthesis | count (layout) | synth area share, % |
|---|---|---|---|
| simple gates | 60 | 60 | 21.73 |
| flops | 41 | 41 | 60.63 |
| compound gates | 4 | 4 | 2.629 |
| mux | 1 | 1 | 0.6960 |
| fa+ha+maj | 5 | 5 | 3.867 |
| xor+xnor | 15 | 15 | 8.121 |
| buf+inv | 8 | 29 | 2.320 |
==> metal layers <==
layer / part of all wire [%] / vias up / routed length (µm)
met4: 2.0 / 0 / 49
met2: 44 / 17 / 1062
li1: - / 504 / -
met5: 0 / - / 0
met3: 3.4 / 8 / 81
met1: 50 / 456 / 1201
==> cell usage after synthesis, types with 2 or more instances <==
library cell	number	share of area [%]
dfxtp_1	25	31
xnor2_1	13	7.0
nor4_1	4	1.5
nand4_1	4	1.5
nand3b_1	2	0.93
edfxtp_1	16	30
nor3_1	3	0.93
xor2_1	2	1.1
nand3_1	7	2.2
nor2_1	26	6.0
ha_1	5	3.9
inv_1	7	1.6
nand2_1	6	1.4
==> worst min-delay path by stage <==
stage	start	to	slack, ps
4_1_cts	shr[0]$_DFF_P_	shr[1]$_DFF_P_	340
5_1_grt	flag[0]$_DFF_P_	flag[1]$_DFF_P_	350
6_report	shr[0]$_DFF_P_	shr[1]$_DFF_P_	330
==> power by group through the flow <==
stage	clock [mW]	sequential, mW	combinational [mW]
after CTS	0.230	0.386	0.108
after global routing	0.238	0.396	0.120
final	0.224	0.386	0.107
==> layout by cell type, fill, tap and decap left out <==
| cell | n |
|---|---|
| nand3_1 | 7 |
| nor4b_4 | 1 |
| nor4_1 | 4 |
| dfxtp_1 | 25 |
| o31ai_1 | 1 |
| bufinv_16 | 1 |
| nand4_1 | 4 |
| nor4b_2 | 1 |
| mux2_2 | 1 |
| o31ai_4 | 1 |
| or4_1 | 1 |
| o21ai_0 | 1 |
| nor2b_1 | 1 |
| xor2_1 | 2 |
| clkinv_2 | 1 |
| o221ai_1 | 1 |
| nor4_4 | 1 |
| edfxtp_1 | 16 |
| xnor2_1 | 13 |
| nor3_1 | 3 |
| nand2_1 | 6 |
| clkdlybuf4s50_1 | 14 |
| ha_1 | 5 |
| and4bb_1 | 1 |
| inv_1 | 7 |
| and3b_1 | 1 |
| nor2_1 | 26 |
| nand3b_1 | 2 |
| clkbuf_8 | 5 |
| nand4_4 | 1 |
| clkbuf_1 | 1 |
==> cell type report <==
class / count / area [µm²]
multi-input combinational: 85 / 599.3
timing repair buffer: 14 / 140.1
tap: 70 / 87.58
inverter: 7 / 26.28
clock inverter: 2 / 35.03
clock buffer: 6 / 72.57
fill: 506 / 3198
sequential: 41 / 980.9
Power figures rest on the tool's default switching activity, not on a simulated workload.
